<file path="/design/flow/design.v">
module alu(DATA1,DATA2,ZERO,RESULT,SELECT);
	input [7:0] DATA1;					 
	input signed [7:0] DATA2;			 
	input [2:0] SELECT;					 
	output reg signed[7:0] RESULT;		 
	output reg[0:0] ZERO;
	wire [7:0] FORWARD_RESULT,AND_RESULT,OR_RESULT,ADD_RESULT;  
	FORWARD myforward(DATA2,FORWARD_RESULT);
	AND myand(DATA1,DATA2,AND_RESULT);
	OR myor(DATA1,DATA2,OR_RESULT);
	ADD myadd(DATA1,DATA2,ADD_RESULT);
	always @(SELECT or FORWARD_RESULT or AND_RESULT or ADD_RESULT or OR_RESULT)
	begin
		case(SELECT)
			3'b000 : RESULT = FORWARD_RESULT; 
			3'b001 : RESULT = ADD_RESULT;
			3'b010 : RESULT = AND_RESULT;
			3'b011 : RESULT = OR_RESULT;
      3'b100 : RESULT = ADD_RESULT;
			default:RESULT = 8'b0;
		endcase
		if((SELECT == 3'b100) && (ADD_RESULT == 0)) begin
			ZERO = 1'b1;
		end else
			ZERO = 1'b0;
	end	
endmodule	
module FORWARD(IN,OUT);
	input [7:0] IN;		 
	output [7:0] OUT;	 
	assign #1 OUT = IN;  
endmodule	 
module AND(IN1,IN2,OUT);
	input [7:0] IN1,IN2;  
	output [7:0] OUT;	  
	assign #1 OUT = IN1 & IN2;  
endmodule	 
module OR(IN1,IN2,OUT);
	input [7:0] IN1,IN2;  
	output [7:0] OUT;     
	assign #1 OUT = IN1 | IN2;	 
endmodule	 
module ADD(IN1,IN2,OUT);
	input [7:0] IN1;			 
	input signed [7:0] IN2;		 
	output signed [7:0] OUT;	 
	assign #2 OUT=IN1+IN2;	 
endmodule	 
</file>
<file path="/design/flow/run.sh">
#!/bin/bash
# OpenROAD 26Q1-2900-gdf79404cd8, Yosys 0.63+post, stock flow scripts
make -C /OpenROAD-flow-scripts/flow DESIGN_CONFIG=/design/flow/config.mk WORK_HOME=/design/flow/orfs finish
</file>
<file path="/design/flow/config.mk">
export PLATFORM = sky130hd
export DESIGN_NAME = alu
export DESIGN_NICKNAME = alu
export VERILOG_FILES = /design/flow/design.v
export SDC_FILE = /design/flow/constraint.sdc
export NUM_CORES = 4
export LEC_CHECK = 1
export CORE_AREA = 10 10 77 77
export DIE_AREA = 0 0 87 87
</file>
<file path="/design/flow/constraint.sdc">
current_design alu

set clk_period 6.4
set clk_io_pct 0.2

create_clock -name clk0 -period $clk_period

set non_clock_inputs [all_inputs -no_clocks]
set_input_delay [expr $clk_period * $clk_io_pct] -clock clk0 $non_clock_inputs
set_output_delay [expr $clk_period * $clk_io_pct] -clock clk0 [all_outputs]
</file>
==> results.ini <==
[routing]
via_per_inst=4.68
post_drt_wl_per_cell_um=12.1
routed_wl_um=2470
insertedDiodeCount=0
vias=954
dr.first_iter.drc_count=85
antenna_left=0
drt_first_pass_iters=4
route.detailed.drc=0

[critical_path]
arrival_ns=4.18
slowest_stage=or4_4
crit_buf_inv=3
cp_max_fo=3
worst_path_dominant_cell_family=buffers and inverters
crit_top_cell=clkdlybuf4s50_1
start_kind=input port
crit_type=in -> out
slowest_delay_ns=0.53
cp_cell_sequence=clkdlybuf4s50_1 > ha_1 > inv_1 > fa_1 > nand2b_1 > a21oi_1 > xor2_1 > or4_4 > nor4_2 > clkdlybuf4s50_1
required_ns=5.12
cp-end-kind=output port

[die]
dieWidth_um=87
rows=24
fp.coreArea_um2=4350
initial_core_util_pct=20.4
die_h_um=87
die_area_um2=7570
io_pins=28

[clock_tree]
cts_hold_buf=0
postCtsSetupRepairBufs=0
post_cts_resize_count=0

[pwr]
p_leak_nw=0.536
peakVddDrop_mv=0.0166
clockPowerShare_pct=0
p_per_area_nw_per_um2=75.4
p_sw_share_pct=48.3
power.switching_uw=44.4
intPower_uw=47.6
power_frac_comb_pct=100.0
p_seq_share_pct=0
total_power_uw=92.0

[cells_and_area]
fillers=468
area_growth_pct=37.3
finalInstanceArea_um2=1220
seq_area_um2=0
clkbuf_count=0
seq_cell_count=0
post-route-util_pct=28.0
stdcell_count=204
drive_gt1_share_pct=4.61

[sta]
setup_viol=0
rsz0062_at_grt=false
hold_viol_final=0
relSlewSlack_pct=70.2
holdWs_ns=3.57
drv_slew=0
tns_ns=0
min_period_over_period_pct=85.3
clock.fmax_mhz=183
fin_ws_ns=0.944
fin_crit_ns=5.46
tightest_slew_ns=0.446

[yosys]
top_area_cell=ha_1
syn_area_per_cell_um2=6.94
synth_top_area_share_pct=22.5
ys_seq_share_pct=0
yosys_cells=128
synthTopCellsByArea=ha_1 (23%), inv_1 (9.7%), mux2i_1 (4.5%)
synth_cell_types=41
syn_inst=128
ys_area_um2=888
ys.warnings.count=1
syn_area_um2=888

[global_routing]
antenna_found_initial=0
grt_max_degree=24
grt_first_pass_wirelength_um=4100
grt_pass1_vias=887
track_usage_pct=6.16
grt_overflow=0

[placed_design]
portBuffers=28
dp_hpwl_um=2070
pre_cts_slack_ns=0.938
gp_congestion=0.864
dpl-instance-area_um2=1220
dp_cells=204

[worst_hold_path]
min_from=DATA2[4]
whs_endpoint=RESULT[4]
whs_path_depth=4
hold_class=in -> out

[status]
outcome=finished clean

[flow_run]
tool_warnings=40
maxCapViolCount=0

-- synthesized netlist by cell type, types with 2 or more instances --
cell type and count:
a211oi_1 5, a21oi_1 7, a31oi_1 3, buf_1 2
buf_2 2, ha_1 16, inv_1 23, mux2i_1 4
nand2_1 6, nand2b_1 3, nand3b_1 2, nor2_1 10
nor2_2 2, nor3b_1 4, o211ai_1 3, o21ai_0 6
o21ai_1 2, o22ai_1 3, xor2_1 3
-- cells by family (layout without fill, tap and decap cells) --
family          count (synthesis)  count (layout)  synth area share, %
buf+inv                        28              52                 12.1
xor+xnor                        4               4                 3.94
compound gates                 40              40                 31.7
mux                             4               4                 4.51
simple gates                   35              35                 23.0
fa+ha+maj                      17              17                 24.8
-- power groups by stage --
| stage | logic [mW] | clock network (mW) | registers [mW] |
|---|---|---|---|
| 5_1_grt | 0.103 | 0 | 0 |
| 6_report | 0.0920 | 0 | 0 |
| 4_1_cts | 0.0932 | 0 | 0 |
-- final cells by class --
type | count | area [µm²] | share of cell area, %
Tap cell | 52 | 65.1 | 5.33
Inverter | 23 | 86.3 | 7.08
Multi-Input combinational cell | 100 | 781 | 64.0
Timing Repair Buffer | 29 | 288 | 23.6
-- layer usage --
| layer | vias up | track usage (%) | wire length (µm) |
|---|---|---|---|
| met1 | 426 | 8.02 | 1060 |
| li1 | 506 | - | - |
| met4 | 0 | 0 | 0 |
| met2 | 22 | 10.9 | 1190 |
| met3 | 0 | 1.04 | 217 |
| met5 | - | 0 | 0 |
-- cells in the final DEF (no fill, tap or decap), types with 4 or more instances in the layout --
| cell | instances |
|---|---|
| clkdlybuf4s50_1 | 28 |
| ha_1 | 16 |
| a21oi_1 | 7 |
| nor3b_1 | 4 |
| nor2_1 | 10 |
| inv_1 | 23 |
| nand2_1 | 6 |
| o21ai_0 | 6 |
| a211oi_1 | 5 |
| mux2i_1 | 4 |
-- worst max path at each step --
| stage | endpoint | slack (ns) | depth (start not counted) | from |
|---|---|---|---|---|
| CTS | ZERO[0] | 0.93 | 10 | DATA2[0] |
| global route | ZERO[0] | 0.80 | 10 | DATA2[0] |
| finish | ZERO[0] | 0.94 | 10 | DATA2[0] |
Power and IR drop assume default switching activity.

## design.v

```verilog
module MUX8x1(OUT,IN0,IN1,IN2,IN3,IN4,IN5,IN6,IN7,SEL);
	input IN0,IN1,IN2,IN3,IN4,IN5,IN6,IN7;
	input [2:0] SEL;
	output reg [0:0] OUT;
	always@(*) begin
		case(SEL)
			3'b000 : OUT = IN0;
			3'b001 : OUT = IN1;
			3'b010 : OUT = IN2;
			3'b011 : OUT = IN3;
			3'b100 : OUT = IN4;
			3'b101 : OUT = IN5;
			3'b110 : OUT = IN6;
			3'b111 : OUT = IN7;
		endcase
	end
endmodule
module ROR(OUTPUT,IN,SHIFT);  
	input[7:0] IN,SHIFT;
	output[7:0] OUTPUT;
	reg [2:0] SEL;
	wire[7:0] OUT;
	always@(SHIFT) begin
	case(SHIFT)
		8'b000: 
			SEL = 3'b000;
		8'b001 : 
			SEL = 3'b001;
		8'b010 : 
			SEL = 3'b010;
		8'b011 : 
			SEL = 3'b011;	
		8'b100 : 
			SEL = 3'b100;
		8'b101 : 
			SEL = 3'b101;
		8'd110 : 
			SEL = 3'b110;
		8'd111 : 
			SEL = 3'b111;
	endcase
	end
	MUX8x1 mux1(OUT[7],IN[7],IN[0],IN[1],IN[2],IN[3],IN[4],IN[5],IN[6],SEL);
	MUX8x1 mux2(OUT[6],IN[6],IN[7],IN[0],IN[1],IN[2],IN[3],IN[4],IN[5],SEL);
	MUX8x1 mux3(OUT[5],IN[5],IN[6],IN[7],IN[0],IN[1],IN[2],IN[3],IN[4],SEL);
	MUX8x1 mux4(OUT[4],IN[4],IN[5],IN[6],IN[7],IN[0],IN[1],IN[2],IN[3],SEL);
	MUX8x1 mux5(OUT[3],IN[3],IN[4],IN[5],IN[6],IN[7],IN[0],IN[1],IN[2],SEL);
	MUX8x1 mux6(OUT[2],IN[2],IN[3],IN[4],IN[5],IN[6],IN[7],IN[0],IN[1],SEL);
	MUX8x1 mux7(OUT[1],IN[1],IN[2],IN[3],IN[4],IN[5],IN[6],IN[7],IN[0],SEL);
	MUX8x1 mux8(OUT[0],IN[0],IN[1],IN[2],IN[3],IN[4],IN[5],IN[6],IN[7],SEL);
	assign #2 OUTPUT = OUT;
endmodule
```

## run.sh

```bash
#!/bin/bash
# OpenROAD 26Q1-2900-gdf79404cd8, Yosys 0.63+post, stock flow scripts
make -C /OpenROAD-flow-scripts/flow DESIGN_CONFIG=/design/flow/config.mk WORK_HOME=/design/flow/orfs finish
```

## config.mk

```make
export PLATFORM = sky130hd
export DESIGN_NAME = ROR
export DESIGN_NICKNAME = ROR
export VERILOG_FILES = /design/flow/design.v
export SDC_FILE = /design/flow/constraint.sdc
export NUM_CORES = 4
export LEC_CHECK = 1
export CORE_AREA = 10 10 77 77
export DIE_AREA = 0 0 87 87
```

## constraint.sdc

```tcl
current_design ROR

set clk_period 1.0
set clk_io_pct 0.2

create_clock -name clk0 -period $clk_period

set non_clock_inputs [all_inputs -no_clocks]
set_input_delay [expr $clk_period * $clk_io_pct] -clock clk0 $non_clock_inputs
set_output_delay [expr $clk_period * $clk_io_pct] -clock clk0 [all_outputs]
```

==> notes.md <==
The run has ended; figures from its reports follow.

The cell area after technology mapping is 800 um^2. The beginning of the worst hold path is IN[7]. The power report attributes to the clock group a share of 0%.

The detailed-routed wire length on met3 is 128 um. The final timing report lists a hold violation count of 0. The switching share of power came out at 38.1%. Antenna repair during routing inserted a diode count of 0. The post-synthesis cell type count came out at 32. The fraction of the mapped netlist area in compound gates came out at 34.1%. Per the layout report, the design carries 455 filler cells. Per the detail_route log, the uppermost layer with routed signals is met3.

The cell-internal power came out at 0.000200 W. The worst setup path is launched from a primary input. The largest fanout on the critical path came out at 5. The share of the core area taken by cells at floorplan is 18.4%.

Among all stages on the critical path, the largest delay is contributed by sky130_fd_sc_hd__o32a_1. Dividing the detail-routed wire length by the instance count gives 14.0 um.

The leakage power came out at 0.425 nW. Counting both buffers and inverters, the worst setup path holds a total of 4. Total power normalized to cell area comes to 271 nW/um^2. The delay contributed by the slowest stage of the critical path is 0.35 ns.

Of the total synthesized cell area, the portion taken by AND, OR, NAND and NOR gates is 24.7%. The worst setup path is of the primary input to output port kind. The total negative setup slack is -2.05 ns. The number of violations of the max-capacitance limit is 0. After synthesis, the design contains 105 cells according to Yosys. Setup repair after global routing could not meet its margin everywhere. The number of flip-flops under the largest register name is 3. TritonRoute reported its final design rule violation total as 0.

The final max-slew violation count recorded for this run is 0. The growth of design area from synthesis to finish is 49.1%. Per the post-route antenna check, the number of violating nets is 0. The area of the die came out at 7570 um^2.

In this run, post-CTS hold repair placed 0 buffers. The chip area from the yosys synthesis statistics came out at 800 um^2. The power spent charging and discharging nets is 0.000123 W.

The via count of the first global-routing pass came to 832. The post-route met1 wirelength came out at 1.33 mm. The worst setup path is captured at an output port. Once routing completed, OpenROAD measured the worst setup slack at -0.318 ns. The fraction of synthesized cell area in xor and xnor cells is 0%. The logic area is 691 um^2. IR analysis of the VDD net gives a maximum drop of 99.5 uV. In the finished design, the share of the clock period the worst path needs comes to 132%. The flow ran to the end, but the final reports show violations.

The half-perimeter wire length of the detailed placement result came out at 1.85 mm. The standard cell core area is 4350 um^2. The routed via count divided by cell count came out at 4.94. The end-of-flow core utilization is 27.4%.

The instance count of the mapped netlist is 105. The sequential power share came out at 2.9%. The signal on the critical path passes through buf_6, buf_6, buf_6, o2bb2ai_2, o32a_1, buf_2. The checks that failed: setup timing.

The worst path required time came out at 0.80 ns. The arrival time of data at the critical path endpoint is 1.12 ns. The starting DRC count in detailed routing is 72.

For this run, the number of standard cells in the final layout without fillers is 179. OpenROAD emitted warnings numbering 35. The cell that appears most often on the critical path is sky130_fd_sc_hd__buf_6. The vertical extent of the die came out at 87 um.

The count of endpoints without a timing constraint is 3. The instance count after placement with tap cells included is 175. The area fraction in mux cells came out at 16.0%.

Counting instances, the worst hold path has a depth of 3. The length of the first detailed-routing pass in iterations is 4. After global routing the overflow that remains totals 0. The post-layout minimum cycle time came out at 1.32 ns.

The count of port buffers added during placement came out at 24. Entering global routing, the biggest net connects 28 pins. The congestion estimate from routability-driven global placement came to 0.864. The synthesized design contains 3 register bits. The row count is 24. The count of warnings emitted by yosys came out at 2. The horizontal die dimension came out at 87 um. The achievable clock frequency is 759 MHz. The total global routing track utilization is 6.29%. The initial antenna violation count came out at 0. Per the detailed-route log, wirelength across all metal layers totals 2.50 mm.

The combinational power share is 97.1%. The timer found 3 register pins that no clock reaches; their paths are not timed. The post-layout total power came out at 0.000324 W. The average cell area after synthesis came out at 7.61 um^2. Grouping non-sequential cells by family puts the most area in AND-OR/OR-AND gates. The first global-routing pass estimated 4.06 mm of wire. The pin slew with the least headroom to its limit came out at 0.908 ns. The worst slew slack as a fraction of its limit came out at 39.4%.

Prior to clock tree synthesis, the placed netlist has a worst setup slack of -1.09 ns. The post-synthesis adder-cell area fraction came out at 0%. STA shows the worst min-delay path finishing at OUTPUT[7]. In this run the worst hold path is classified as primary input to output port. The count of endpoints failing setup in the final report is 8.

Per the final layout report, the fraction of cells sized above drive strength 1 comes to 37.8%. Wire segments on met2 add up to 1.05 mm in the final route. The combined flip-flop and latch cell area came out at 45.0 um^2. Broken down by cell family, the worst path's largest delay share belongs to buffers and inverters. Pin placement for this block handled 24 I/O pins. The number of vias after detailed routing came out at 884.

The launch point of the critical path was reported as IN[1].
-- through the flow --
stage / area (um^2) / hold WS [ns]
after floorplan: 815 / 0.583
after CTS: 1170 / 0.724
final: 1190 / 0.713
after detailed placement: 1060 / 1.54
after global placement: 1060 / 1.54
after global routing: 1190 / 0.733
-- tightest hold or removal path: cells and delay by family --
kind / cells / cell delay (ns)
buffers and inverters: 2 / 0.18
AOI/OAI and AO/OA: 1 / 0.13
-- layout by cell type, fill, tap and decap left out, types with 2 or more instances in the layout --
cell	Yosys	layout
sky130_fd_sc_hd__o22a_1	2	2
sky130_fd_sc_hd__a211oi_1	4	2
sky130_fd_sc_hd__mux2i_2	0	2
sky130_fd_sc_hd__nand2b_4	0	4
sky130_fd_sc_hd__o2bb2ai_2	0	2
sky130_fd_sc_hd__mux2i_1	9	7
sky130_fd_sc_hd__buf_6	4	12
sky130_fd_sc_hd__nor2b_1	6	5
sky130_fd_sc_hd__buf_4	10	6
sky130_fd_sc_hd__o32a_1	6	6
sky130_fd_sc_hd__a21oi_1	5	4
sky130_fd_sc_hd__nor2_1	5	5
sky130_fd_sc_hd__nand2_1	8	8
sky130_fd_sc_hd__buf_8	1	4
sky130_fd_sc_hd__or3_1	2	2
sky130_fd_sc_hd__clkdlybuf4s50_1	0	8
sky130_fd_sc_hd__a211oi_2	0	2
sky130_fd_sc_hd__o22ai_1	6	6
sky130_fd_sc_hd__nand3_1	2	2
sky130_fd_sc_hd__inv_1	3	3
sky130_fd_sc_hd__nand2b_1	8	4
sky130_fd_sc_hd__and3_1	3	3
sky130_fd_sc_hd__dlxtn_1	3	3
sky130_fd_sc_hd__buf_2	2	8
-- synth_stat cells --
cell type                    n  area, um^2
sky130_fd_sc_hd__buf_4      10        75.1
sky130_fd_sc_hd__mux2i_1     9        90.1
sky130_fd_sc_hd__nand2_1     8        30.0
sky130_fd_sc_hd__nand2b_1    8        50.1
sky130_fd_sc_hd__nor2b_1     6        37.5
sky130_fd_sc_hd__o22ai_1     6        37.5
sky130_fd_sc_hd__o32a_1      6        60.1
sky130_fd_sc_hd__a21oi_1     5        25.0
sky130_fd_sc_hd__nor2_1      5        18.8
sky130_fd_sc_hd__a211oi_1    4        30.0
sky130_fd_sc_hd__buf_6       4        45.0
sky130_fd_sc_hd__and3_1      3        18.8
sky130_fd_sc_hd__dlxtn_1     3        45.0
sky130_fd_sc_hd__inv_1       3        11.3
sky130_fd_sc_hd__o2bb2ai_1   3        26.3
sky130_fd_sc_hd__a21boi_0    2        15.0
sky130_fd_sc_hd__buf_2       2        10.0
sky130_fd_sc_hd__nand3_1     2        10.0
sky130_fd_sc_hd__o22a_1      2        17.5
sky130_fd_sc_hd__or3_1       2        12.5
sky130_fd_sc_hd__a211o_1     1        8.76
sky130_fd_sc_hd__a221oi_1    1        8.76
sky130_fd_sc_hd__a311oi_1    1        8.76
sky130_fd_sc_hd__a32o_1      1        10.0
sky130_fd_sc_hd__a41oi_2     1        16.3
sky130_fd_sc_hd__buf_8       1        15.0
sky130_fd_sc_hd__mux2_4      1        15.0
sky130_fd_sc_hd__mux2i_4     1        22.5
sky130_fd_sc_hd__nand4_1     1        6.26
sky130_fd_sc_hd__nor3b_1     1        7.51
sky130_fd_sc_hd__o32ai_1     1        8.76
sky130_fd_sc_hd__or2_1       1        6.26
-- worst max-delay path by stage --
| stage | endpoint | slack (ns) | depth (start not counted) |
|---|---|---|---|
| final | OUTPUT[5] | -0.32 | 6 |
| after CTS | OUTPUT[5] | -0.36 | 6 |
| after global routing | OUTPUT[5] | -0.35 | 6 |
-- layout make-up --
class | count | area share [%]
Multi-Input combinational cell | 82 | 57.9
Sequential cell | 3 | 3.78
Inverter | 3 | 0.944
Tap cell | 52 | 5.46
Timing Repair Buffer | 39 | 31.9
-- cells by family (layout without fill, tap and decap cells) --
group | after synthesis | count (layout)
and+or+nand+nor | 37 | 37
AOI/OAI and AO/OA | 34 | 34
buffers and inverters | 20 | 42
muxes | 11 | 11
latches | 3 | 3
-- per-layer routing --
layer,vias to the layer above,track usage [%]
met4,0,0
met5,-,0
met3,0,0.660
li1,438,-
met1,416,10.3
met2,30,8.93
-- what timing repair did --
item / CTS / global route
setup endpoints to repair: 8 / 8
pin swaps: 16 / 7
gates cloned: 0 / 0
gates resized: 97 / 4
buffers inserted: 4 / 0
-- power groups by stage --
stage	sequential (W)	combinational, W	clock, W
after global routing	0.0000102	0.000340	0
after CTS	0.00000928	0.000308	0
final	0.00000951	0.000314	0
Power is estimated from default activity; no workload was simulated.

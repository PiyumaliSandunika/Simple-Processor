[/design/flow/design.v]
module MUX8x1(OUT,IN0,IN1,IN2,IN3,IN4,IN5,IN6,IN7,SEL);
	input IN0,IN1,IN2,IN3,IN4,IN5,IN6,IN7;
	input [2:0] SEL;
	output reg [0:0] OUT;
	always@(*) begin
		case(SEL)
			3'b000 : OUT = IN0;
			3'b001 : OUT = IN1;
			3'b010 : OUT = IN2;
			3'b011 : OUT = IN3;
			3'b100 : OUT = IN4;
			3'b101 : OUT = IN5;
			3'b110 : OUT = IN6;
			3'b111 : OUT = IN7;
		endcase
	end
endmodule
module SLL(OUTPUT,IN,SHIFT);  
	input[7:0] IN,SHIFT;	 
	output[7:0] OUTPUT;		
	reg [2:0]SEL;
	wire [7:0] OUT;
	always@(SHIFT) begin
	case(SHIFT)
		8'b000: 
			SEL = 3'b000;
		8'b001 : 
			SEL = 3'b001;
		8'b010 : 
			SEL = 3'b010;
		8'b011 : 
			SEL = 3'b011;	
		8'b100 : 
			SEL = 3'b100;
		8'b101 : 
			SEL = 3'b101;
		8'd110 : 
			SEL = 3'b110;
		8'd111 : 
			SEL = 3'b111;
	endcase
	end
	MUX8x1 mux1(OUT[7],IN[7],IN[6],IN[5],IN[4],IN[3],IN[2],IN[1],IN[0],SEL);
	MUX8x1 mux2(OUT[6],IN[6],IN[5],IN[4],IN[3],IN[2],IN[1],IN[0],1'b0,SEL);
	MUX8x1 mux3(OUT[5],IN[5],IN[4],IN[3],IN[2],IN[1],IN[0],1'b0,1'b0,SEL);
	MUX8x1 mux4(OUT[4],IN[4],IN[3],IN[2],IN[1],IN[0],1'b0,1'b0,1'b0,SEL);
	MUX8x1 mux5(OUT[3],IN[3],IN[2],IN[1],IN[0],1'b0,1'b0,1'b0,1'b0,SEL);
	MUX8x1 mux6(OUT[2],IN[2],IN[1],IN[0],1'b0,1'b0,1'b0,1'b0,1'b0,SEL);
	MUX8x1 mux7(OUT[1],IN[1],IN[0],1'b0,1'b0,1'b0,1'b0,1'b0,1'b0,SEL);
	MUX8x1 mux8(OUT[0],IN[0],1'b0,1'b0,1'b0,1'b0,1'b0,1'b0,1'b0,SEL);
	assign #2 OUTPUT = OUT;
endmodule
[/design/flow/run.sh]
#!/bin/bash
# OpenROAD 26Q1-2900-gdf79404cd8, Yosys 0.63+post, stock flow scripts
make -C /OpenROAD-flow-scripts/flow DESIGN_CONFIG=/design/flow/config.mk WORK_HOME=/design/flow/orfs finish
[/design/flow/config.mk]
export PLATFORM = sky130hd
export DESIGN_NAME = SLL
export DESIGN_NICKNAME = SLL
export VERILOG_FILES = /design/flow/design.v
export SDC_FILE = /design/flow/constraint.sdc
export NUM_CORES = 4
export LEC_CHECK = 1
export CORE_AREA = 10 10 70 70
export DIE_AREA = 0 0 80 80
[/design/flow/constraint.sdc]
current_design SLL

set clk_period 1.9
set clk_io_pct 0.2

create_clock -name clk0 -period $clk_period

set non_clock_inputs [all_inputs -no_clocks]
set_input_delay [expr $clk_period * $clk_io_pct] -clock clk0 $non_clock_inputs
set_output_delay [expr $clk_period * $clk_io_pct] -clock clk0 [all_outputs]
==> CHANGELOG.md <==
### Changed

* Ys cells at a little under 70
* Vias at between 500 and 600
* WS Path Type: input pin to output pin
* Pre-Place Util at about 14%
* OpenROAD warnings at 32
* Synth Register Bits at 3
* Final Setup Violations at 0
* Tmin final at roughly 1.8 ns
* Max-Cap Viols at 0
* Area grow syn2layout at 55.8%
* Num rows at 21
* Worst Path Arrival at between 1 and 1.5 ns
* Final WS setup at 0.0736 ns
* Cts hold-fix bufs at 0
* Cycle use final at a little over nine tenths
* Final weighted congestion in routability-driven placement at 0.722
* DRT Pass-1 Iters at 4
* Drt total wl at approximately 1400 um
* Diodes inserted at 0
* Synth warn at 2
* Layout fillers at between 300 and 400
* Post-synthesis cell count at 68
* Total grt overflow at 0
* Core ar. at around 0.0034 mm2
* Max reg flops at 3
* Setup TNS at 0 ns
* Post-synth area hogs: buf_4, mux2i_1, dlxtn_1
* Die Footprint at 0.00640 mm2
* Register pins left without a clock at 3
* Share of cells above drive strength 1 at ~18%
* Pins Over Slew Limit at 0
* Die Wd at about 80 um
* I/O Buffers at 24
* Final ANT Viol Nets at 0
* Area leader, netlist: buf_4
* I/O pin total at 24
* DP Cell Count at around 130
* Initial antenna violation count at 0
* Seq. cell area at between 40 and 50 um2
* Dominant Register Cell: dlxtn_1
* Fraction of registers with async set/reset at 0%
* Logic area at roughly 360 um2
* Fmax at around 0.55 GHz
* Place WS at -0.577 ns
* WL/cell at 10.8 um
* Max VDD drop at 0.0549 mV
* Syn avg cell area at just under 7 um2
* DRC viols at 0
* Worst Hold Class: input pin to output pin
* Hold Fails Final Rpt at 0
* Worst hold stages at 4
* Yosys stat chip area at around 460 um2
* Total GRT Usage at 3.98%
* Top cell area share at around 18%
* Top-count cell post-synth: buf_4
* Distinct lib cells at 28
* PwrDens at roughly 140 mW/mm2
* Worst-margin pin slew at 0.779 ns
* Chip height at about 80 um
* Status: finished clean
* CP startpoint kind: input pin
* Initial DRC count at roughly 67
* RSZ-0062 raised after global routing: no
* Largest net degree at the start of global routing at 21
* Post-DP HPWL at roughly 1100 um
* Synth top cells by count: buf_4, mux2i_1, nor2_1
* Critical Path Fanout Max at 3
* Number of unconstrained endpoints at 3
* Number of global-route vias before repair at ~480
* Pleak at 0.000262 uW
* Crit. End Element: output pin
* Via density at roughly 4
* Final std cells w/o fill at ~130
* Worst endpoint required time at 1.52 ns
* Worst rel slew slack at a little under half
* Global-route wire length before repair at between 2000 and 2500 um
* Mapped cell area at 462 um2
* Number of enable flip-flop cells at 0
-- area by class of cell --
class                           count  share of cell area (%)
Inverter                            3                    1.57
Timing Repair Buffer               28                    34.8
Multi-Input combinational cell     50                    49.4
Sequential cell                     3                    6.26
Tap cell                           46                    8.00
-- stage by stage --
stage / power, uW / hold slack, ns / util [%] / cell area (um2)
final: 98.1 / 1.22 / 21.1 / 719
after global routing: 110 / 1.28 / 21.1 / 719
after CTS: 97.4 / 1.28 / 20.9 / 714
after detailed placement: 99.2 / 1.81 / 20.1 / 687
after global placement: 98.2 / 1.80 / 20.1 / 687
after floorplan: 44.7 / 0.944 / - / 462
-- kinds of logic after synthesis --
kind of cell / synth area share, %
latches: 9.76
compound gates: 23.6
simple gates: 32.0
buf+inv: 21.4
mux: 13.3
-- routing by layer --
layer | up-vias | wire [um] | GRT usage, %
li1 | 272 | - | -
met1 | 233 | 646 | 5.97
met2 | 24 | 583 | 5.70
met3 | 0 | 171 | 1.25
met4 | 0 | 0 | 0
met5 | - | 0 | 0
-- critical path, cell delays in order --
cell,delay (ns)
dlygate4sd2_1,0.26
buf_4,0.14
mux2i_1,0.13
nor2_1,0.08
a311oi_2,0.20
nor2_1,0.06
clkdlybuf4s15_1,0.19
-- where the power goes --
part / switching, uW / internal [uW] / leakage, uW
sequential: 3.31 / 1.57 / 0.0000227
combinational: 30.6 / 62.6 / 0.000240
clock: 0 / 0 / 0
total: 33.9 / 64.2 / 0.000262
-- what timing repair did --
action / 4_1_cts / 5_1_grt
endpoints found under the setup margin: 8 / 5
gates resized: 29 / 4
setup buffers: 1 / 1
pin swaps: 8 / 5
-- cells in the final DEF, fill, tap and decap left out, types with 2 or more instances in the layout --
cell             count
o21ai_0              2
a211oi_2             3
and3_1               4
buf_4                5
nor4_1               2
o21ai_1              3
clkdlybuf4s15_1      2
and2_1               2
buf_2                2
nand2b_1             2
clkdlybuf4s50_1     13
nor3_1               2
inv_1                3
nand2_1              4
nor2_1               5
mux2i_1              4
a31oi_1              3
o22ai_1              2
dlygate4sd2_1        6
dlxtn_1              3
-- worst paths after layout --
check / slack (ns) / end / startpoint
setup / recovery: 0.07 / OUTPUT[6] / IN[3]
hold / removal: 1.22 / OUTPUT[4] / IN[2]
Power is estimated from default activity; no workload was simulated.
